**config.mk**
```make
export PLATFORM = sky130hd
export DESIGN_NAME = ff_16x14b
export DESIGN_NICKNAME = ff_16x14b
export VERILOG_FILES = /design/flow/design.v
export SDC_FILE = /design/flow/constraint.sdc
export NUM_CORES = 4
export LEC_CHECK = 1
export CORE_AREA = 10 10 286 286
export DIE_AREA = 0 0 296 296
```
**constraint.sdc**
```tcl
current_design ff_16x14b

set clk_period 1.0
set clk_io_pct 0.2

create_clock -name clk0 -period $clk_period [get_ports {clk}]

set non_clock_inputs [all_inputs -no_clocks]
set_input_delay [expr $clk_period * $clk_io_pct] -clock clk0 $non_clock_inputs
set_output_delay [expr $clk_period * $clk_io_pct] -clock clk0 [all_outputs]
```
**design.v**
```verilog
`timescale 1ns/1ns
module ff_16x14b(in, out, clk, en_n, rst_n, clr);
input clk, en_n, rst_n, clr;
input [16 * 14 - 1:0] in;
output reg [16 * 14 - 1:0] out;
always @(posedge clk or negedge rst_n)
begin
    if (~rst_n)
    begin
        out <= 0;
    end
    else if (clr)
    begin
        out <= 0;
    end
    else if (~en_n)
    begin
        out <= in;
    end
end
endmodule
```
**run.sh**
```bash
#!/bin/bash
# OpenROAD 26Q1-2900-gdf79404cd8, Yosys 0.63+post, stock flow scripts
make -C /OpenROAD-flow-scripts/flow DESIGN_CONFIG=/design/flow/config.mk WORK_HOME=/design/flow/orfs finish
```
==> out/metrics.cfg <==
[sta]
final_critical_period_ps = 1300
timing.slew.headroom = 0.772
hold-worst-slack_ps = -332
final.setup.worst_slack_ps = -303
report.final.hold_viol_count = 224
report.final.setup_viol = 225
final_count_of_pins_violating_max_slew = 0
grt_setup_unrepaired = yes
max_slew.worst_pin.slew_ps = 342
min_period_over_period = 1.30
timing.clock.skew_ps = 0
max_clock_freq_mhz = 767

[critical_path]
worstPathCellList = buf_2
timing.critical_path.from_type = flop
max_stage_delay_ps = 400
cpMaxStageDelayCell = dfrtp_1
worstPathRequired_ps = 800
critical_path.top_delay_family = flip-flops
worst-setup-path-type = reg -> out
worst-path-buf-inv = 1
endpoint_kind = output pin
crit_fanout = 2
worstPathArrival_ps = 1100

[route]
drt_iter0_drc = 251
vias = 7618
detail_route.wirelength_um = 34600
wire_per_inst_um = 14.9
drt.antenna.violating_nets = 0
post_drt_via_cell_ratio = 3.28
drcViolationCount = 0
dr_pass1_iterations = 4

[grt]
first_global_vias = 8088
maximum_number_of_pins_on_one_net_before_global_route_repair = 64
grt_pass1_wl_um = 50900
grt_use_total = 0.0753
globalRouteOverflowTotal = 0
grt_antenna_before_repair = 7

[yosys]
synth_cell_type_count = 9
ys_seq_elements = 224
ys_chip_area_sq_mm = 0.00910
synth.avg_cell_area_sq_um = 12.6
synth-simple-area-share = 0.0923
aoi_share = 0
synthMuxAreaShare = 0.246
post_synth_fa_ha_maj_area_fraction = 0
post_synth_main_logic_family = multiplexers
yosys_warnings = 1
yosysSeqAreaShare = 0.616
syn_area_sq_mm = 0.00910
synth.yosys.num_cells = 722
syn-instance-count = 722
xor_xnor_cell_area_share_of_the_yosys_netlist = 0

[floorplanning]
num_io_pins = 452
starting_utilization_of_the_core_area = 0.120
die_width_um = 296
num_rows = 101
die_h_um = 296
core-area_sq_mm = 0.0757
chip_area_sq_mm = 0.0876

[clocking]
numCtsBuffers = 28
htreeDepth = 1
clockBufferDepth = 3
clock-root-buffer = clkbuf_16
clock.latency.late_pin_ps = 570
clkTransAtPathRegs_ps = 60
clock_tree_from_tritoncts = built
post_cts_hold_buffer_count = 1
tritoncts_num_sinks = 224

[cells_and_area]
largest_register_ff_count = 224
layout_top_registers = out x224
synth_to_final_area_change_pct = 72.3
max_flop_register = out
drive_above_1_share = 0.326
final_design_area_excluding_fillers_sq_mm = 0.0157
most-common-layout-cells = mux2i_1 (224), nor2_1 (224), clkdlybuf4s50_1 (224), dfrtp_1 (224), buf_2 (223)
finish.cell_count_without_fillers = 2321

[place]
post_dp_cell_area_sq_mm = 0.0152
numPlacedInstances = 2177
hpwl_um = 26200
placement.setup.worst_slack_ps = -131
place.port_buffers = 451
gp_congestion = 0.811

[power_and_ir_drop]
vdd_ir_drop_max_v = 0.00118
power_density_mw_per_mm2 = 1480
cellLeakagePower_nw = 8.12
design_power_total_mw = 23.3

[outcome]
failed_checks = negative hold slack, negative setup slack
result_of_the_run = finished with violations

[flow_run]
count_of_warning_messages_emitted_by_the_tools = 29
drv.max_cap_violation_count = 0

[min_path]
min_path_type = in -> async

-- cell usage after synthesis --
| master | instances | area share |
|---|---|---|
| buf_4 | 7 | 0.0058 |
| nor2_1 | 224 | 0.092 |
| buf_1 | 7 | 0.0029 |
| mux2i_1 | 224 | 0.25 |
| buf_6 | 1 | 0.0012 |
| clkbuf_1 | 15 | 0.0062 |
| buf_8 | 17 | 0.028 |
| dfrtp_1 | 224 | 0.62 |
| buf_2 | 3 | 0.0016 |
-- area by class of cell --
class                   count  area (sq um)
repair buffers            617          4860
diodes                      2          5.00
well taps                 978          1220
fillers                  8081         60000
clock buffers              43           848
multi-input cells         448          3080
flip-flops and latches    224          5610
clock inverters             9          60.1
-- cell families after synthesis --
family	after synthesis
and+or+nand+nor	224
buffers and inverters	50
muxes	224
DFF	224
-- stage by stage --
| step | setup TNS [ps] | utilization |
|---|---|---|
| after CTS | -70280 | 0.202 |
| after detailed placement | -19790 | 0.201 |
| after floorplan | 0 | - |
| after global routing | -70410 | 0.207 |
| after global placement | -16600 | 0.201 |
| final | -57910 | 0.207 |
-- per-layer routing --
layer | routed length (um) | share of wire | up-vias | global-route usage
li1 | - | - | 3595 | -
met1 | 13400 | 0.39 | 3656 | 0.0910
met2 | 16700 | 0.48 | 305 | 0.125
met3 | 3350 | 0.097 | 54 | 0.0274
met4 | 1160 | 0.033 | 8 | 0.0211
met5 | 56 | 0.0016 | - | 0
-- worst paths after layout --
| check | cells past startpoint | end | slack [ps] | from |
|---|---|---|---|---|
| worst min register to register | 2 | out[149]$_DFFE_PN0P_ | 510 | out[149]$_DFFE_PN0P_ |
| worst max register to register | 5 | out[139]$_DFFE_PN0P_ | -10 | out[139]$_DFFE_PN0P_ |
| worst max-delay path | 1 | out[45] | -300 | out[45]$_DFFE_PN0P_ |
| max in group asynchronous | 2 | out[87]$_DFFE_PN0P_ | 1040 | rst_n |
| worst min-delay path | 2 | out[192]$_DFFE_PN0P_ | -330 | rst_n |
| min in group clk0 | 4 | out[210]$_DFFE_PN0P_ | 130 | en_n |
-- where the power goes --
part	total, mW	leakage (nW)	switching (mW)	internal, mW
Clock	9.98	0.453	4.14	5.83
Sequential	9.83	2.97	0.259	9.58
Combinational	3.48	4.69	1.34	2.14
-- what timing repair did --
| item | CTS | global route |
|---|---|---|
| cloned | 0 | 1 |
| setup endpoints to repair | 224 | 227 |
| endpoints found under the hold margin | 232 | 224 |
| pin swaps | 0 | 0 |
| buffers inserted | 42 | 46 |
| resized | 752 | 2 |
No activity file was given, so power comes from the tool's default toggle rates.
