===== design/flow/config.mk =====
export PLATFORM = sky130hd
export DESIGN_NAME = shift_mul
export DESIGN_NICKNAME = shift_mul
export VERILOG_FILES = /design/flow/design.v
export SDC_FILE = /design/flow/constraint.sdc
export NUM_CORES = 4
export LEC_CHECK = 1
export CORE_AREA = 10 10 89 89
export DIE_AREA = 0 0 99 99

===== design/flow/constraint.sdc =====
current_design shift_mul

set clk_period 18.4
set clk_io_pct 0.2

create_clock -name clk0 -period $clk_period

set non_clock_inputs [all_inputs -no_clocks]
set_input_delay [expr $clk_period * $clk_io_pct] -clock clk0 $non_clock_inputs
set_output_delay [expr $clk_period * $clk_io_pct] -clock clk0 [all_outputs]

===== design/flow/design.v =====
`timescale 1ns/1ns
module shift_mul(in, h, acc_buf);
input signed [3:0] in;
input signed [8:0] h;
output reg signed [15:0] acc_buf;
reg [15:0] in_buf;
reg [8:0] h_buf;
always @(in, h)
begin
    acc_buf = 16'b0;
    in_buf = 16'b0;
    in_buf [3:0] = in[3:0];
    h_buf [8:0] = h[8:0];
    if (in_buf[3] == 1'b1)
    begin
        in_buf[15:4] = 12'b111111111111; 
    end
    if (h_buf[0] == 1'b1)
    begin
        acc_buf = acc_buf + in_buf;
    end
    in_buf = in_buf << 1;
    if (h_buf[1] == 1'b1)
    begin
        acc_buf = acc_buf + in_buf;
    end
    in_buf = in_buf << 1;
    if (h_buf[2] == 1'b1)
    begin
        acc_buf = acc_buf + in_buf;
    end
    in_buf = in_buf << 1;
    if (h_buf[3] == 1'b1)
    begin
        acc_buf = acc_buf + in_buf;
    end
    in_buf = in_buf << 1;
    if (h_buf[4] == 1'b1)
    begin
        acc_buf = acc_buf + in_buf;
    end
    in_buf = in_buf << 1;
    if (h_buf[5] == 1'b1)
    begin
        acc_buf = acc_buf + in_buf;
    end
    in_buf = in_buf << 1;
    if (h_buf[6] == 1'b1)
    begin
        acc_buf = acc_buf + in_buf;
    end
    in_buf = in_buf << 1;
    if (h_buf[7] == 1'b1)
    begin
        acc_buf = acc_buf + in_buf;
    end
    in_buf = in_buf << 1;
    if (h_buf[8] == 1'b1)
    begin
        acc_buf = acc_buf - in_buf;
    end
end
endmodule

===== design/flow/run.sh =====
#!/bin/bash
# OpenROAD 26Q1-2900-gdf79404cd8, Yosys 0.63+post, stock flow scripts
make -C /OpenROAD-flow-scripts/flow DESIGN_CONFIG=/design/flow/config.mk WORK_HOME=/design/flow/orfs finish

==> notes.md <==
The following summarizes the physical implementation.

Worst hold path
The worst hold path endpoint is acc_buf[15]. The class of the most critical hold timing path is in2out. The worst hold path begins at in[3]. In the hold timing report, the worst path depth is 8.

GRT
The overall track demand over capacity in global routing is 23.1%. The first global-routing pass estimated 19800 um of wire. Entering global routing, the biggest net connects 58 pins. The global-route congestion overflow total is 0.

The initial antenna violation count is 0. The via count of the first global-routing pass came to 4350.

Floorplan
The floorplan step set the die height to 99 um. In this run the standard cell core region covers 5990 sq um. The pre-placement core utilization is 75.3%. Per the OpenROAD floorplan log, the width of the die is 99 um.

The floorplan has 28 rows. The number of placed I/O pins is 29. The full die area is 9800 sq um.

STA
The transition time recorded at the tightest slew-check pin is 0.914 ns. The final setup violation count is 1. The worst path uses 100% of the clock period. The critical path in the final layout is reported with a setup slack of -0.0658 ns. Per the timing report, the achievable frequency comes out to 0.0542 GHz. In the final report, the number of pins over their slew limit comes to 0. Counting I/O delays and the setup requirement, the final critical path takes 18.47 ns. Measured against its own limit, the worst slew margin works out to 39.1%. Endpoints failing hold in the final report were tallied at 0.

Synth
In the Yosys report the total cell count is 628. After synthesis, the cell types taking the most area are ha_1, xnor2_1, a21oi_1. In the synthesis report, Yosys lists the chip area as 4510 sq um. After technology mapping, the gate count stands at 628. The sequential element share of the synthesized area is 0%. The synthesized area per cell is 7.19 sq um. Yosys reports that the leading cell type by area covers 21.6% of the netlist area. The number of different library cells in the post-synthesis netlist is 74.

The mapped netlist covers 4510 sq um. The cell accounting for the most synthesized area is ha_1. The number of warnings printed during yosys synthesis is 1.

Pwr
The leakage power summed over all cells is 0.00258 uW. The power density normalized to cell area is 154 nW/um^2. The worst IR drop on VDD is 0.228 mV. The design draws 855 uW.

Routing
The highest layer touched by signal routing is met4. Per the detail_route report, inserted antenna diodes total 0. The number of DRC violations after detailed-routing iteration 0 is 515. The overall via count from detail_route is 5276.

The tally of nets with antenna violations remaining after routing is 0. The DRC violation total left in the routed layout is recorded as 0. Wire segments on met2 add up to 6560 um in the final route. The total wire length is 15500 um. The routed metal-1 wire length is 6280 um. The first-pass iteration count of the detailed router is 5.

The average detailed-routed wire length per instance is 20.5 um. Dividing the detail-routed via count by the number of cells gives 7.00. After detailed routing, the met3 layer carries 2080 um of wire.

Worst setup path
Per the post-run analysis, buffers plus inverters along the critical path come to 6. The critical path class is in2out. The delay of the slowest critical-path stage is 0.50 ns.

The OpenROAD report gives the critical path a required time of 14.72 ns. The worst setup path is captured at an output pin. The biggest fanout along the worst timing path is 4. The data arrival time reported for the critical path is 14.79 ns.

On the critical path, the stage with the largest delay is an instance of clkdlybuf4s50_1. The family of cells with the greatest summed delay on the critical path is AND-OR/OR-AND gates. The sort of element at the start of the critical path is an input port.

Final layout
The final report lists a non-filler cell total of 754. The sequential cell area is 0 sq um. Per the layout report, the design carries 0 clock buffers. In the final layout, the share of cells above drive strength 1 is 22.5%. The design has 0 sequential cells. In the final layout, the fill cell count is 233. The area overhead of the layout relative to synthesis is 23.0%.

Placed design
At the end of routability-driven placement, the weighted congestion stood at 1.04. Port buffering added 29 buffers. The HPWL after detailed placement is 9290 um. The total placed cells including tap cells is 735.

Run
In this run the tools logged warnings totalling 37. Across the run, the number of max-cap violations was 0.

Clock network
For this design, the CTS-stage hold fixing added 0 buffers.

Status
The run finished, with violations left. The checks that failed: negative setup slack.
## per-layer routing
metal | global-route usage, % | up-vias
met5 | 0 | -
met4 | 3.31 | 0
li1 | - | 2419
met2 | 35.7 | 380
met1 | 33.5 | 2410
met3 | 4.23 | 67
## how the worst max path moves through the flow
stage / slack (ns) / from / depth (start not counted) / end
6_report: -0.07 / h[0] / 57 / acc_buf[15]
4_1_cts: 0.001 / h[0] / 55 / acc_buf[15]
5_1_grt: -0.53 / h[0] / 58 / acc_buf[15]
## through the flow
stage               worst slack [ns]  hold WS (ns)  instance area, sq um  TNS (ns)  util (%)
floorplan                       1.23          7.43                  4510         0         -
global placement               0.115          8.47                  4950         0      82.6
detailed placement            -0.153          8.48                  4950    -0.153      82.6
CTS                          0.00121          8.48                  5000         0      83.5
global route                  -0.531          8.45                  5550    -0.602      92.7
finish                       -0.0658          8.33                  5550   -0.0658      92.7
## cells in the mapped netlist, types with 9 or more instances
cell type / count
nand2_1: 63
nor2b_1: 9
xor2_1: 16
nor2_1: 57
inv_1: 37
and2_1: 10
mux2_2: 22
xnor2_1: 34
a21oi_1: 52
a21o_1: 31
o21ai_0: 31
o21a_1: 13
a211oi_1: 9
nor3_1: 12
ha_1: 78
## layout make-up
type / instances / area, sq um / area share [%]
well taps: 75 / 93.8 / 1.69
multi-input cells: 570 / 4710 / 84.9
inverters: 40 / 150 / 2.70
repair buffers: 69 / 594 / 10.7
## timing repair
item / CTS / global route
setup buffers: 2 / 17
endpoints found under the setup margin: 1 / 1
resized: 6 / 91
pin swaps: 2 / 32
## power breakdown
part           internal [uW]  switching (uW)  leakage (uW)
clock                      0               0             0
combinational            417             437       0.00258
sequential                 0               0             0
## cells by family (layout without fill, tap and decap cells)
| family | count (synthesis) | count (layout) | synth area share (%) |
|---|---|---|---|
| AOI/OAI and AO/OA | 209 | 209 | 31.4 |
| muxes | 29 | 29 | 7.04 |
| adders and majority gates | 86 | 86 | 25.2 |
| buffers and inverters | 58 | 109 | 5.57 |
| and+or+nand+nor | 195 | 195 | 20.8 |
| xor gates and xnor gates | 51 | 51 | 10.1 |
## tightest hold or removal path, cell delays in order
cell and delay, ns:
buf_2 0.09, inv_1 0.05, buf_4 0.22, nand3_1 0.09, nor3b_1 0.18, a31oi_1 0.12, xnor2_1 0.13, dlymetal6s2s_1 0.09
## cell usage in the layout, fill, tap and decap left out, drive strengths merged, types with 5 or more instances in the layout
cell type / count
nand3: 6
a21o: 31
xor2: 17
a31oi: 6
and2: 11
fa: 8
ha: 78
xnor2: 34
o21bai: 5
nand2: 63
a211oi: 9
clkdlybuf4s50: 26
o211ai: 8
o21a: 13
buf: 41
nor2b: 9
mux2: 22
o31ai: 5
nor3: 12
nand2b: 7
nor2: 58
a21oi: 53
mux2i: 7
o21ai: 36
inv: 38
or2: 6
Power and IR drop assume default switching activity.
