**flow/constraint.sdc**
```tcl
current_design adder_tree26

set clk_period 15.7
set clk_io_pct 0.2

create_clock -name clk0 -period $clk_period

set non_clock_inputs [all_inputs -no_clocks]
set_input_delay [expr $clk_period * $clk_io_pct] -clock clk0 $non_clock_inputs
set_output_delay [expr $clk_period * $clk_io_pct] -clock clk0 [all_outputs]
```
**flow/design.v**
```verilog
`timescale 1ns /1ns
module adder_tree26(in, out);
input signed [26 * 16 - 1 : 0] in;
output signed [13 *16 -1 : 0] out;
genvar i;
generate
    for ( i = 0; i < 13 ; i = i + 1) begin
        assign out[16 * i +: 16] = in[16 * (2*i + 1) +: 16] + in[16 * (2*i) +: 16];
    end
endgenerate
endmodule
```
**flow/run.sh**
```bash
#!/bin/bash
# OpenROAD 26Q1-2900-gdf79404cd8, Yosys 0.63+post, stock flow scripts
make -C /OpenROAD-flow-scripts/flow DESIGN_CONFIG=/design/flow/config.mk WORK_HOME=/design/flow/orfs finish
```
**flow/config.mk**
```make
export PLATFORM = sky130hd
export DESIGN_NAME = adder_tree26
export DESIGN_NICKNAME = adder_tree26
export VERILOG_FILES = /design/flow/design.v
export SDC_FILE = /design/flow/constraint.sdc
export NUM_CORES = 4
export LEC_CHECK = 1
export CORE_AREA = 10 10 247 247
export DIE_AREA = 0 0 257 257
```
==> results.json <==
{
  "hold_depth": 3,
  "fmax_ghz": 0.103,
  "design_area_um2": 15600,
  "cpLargestDelayFamily": "AND-OR/OR-AND gates",
  "ant_nets": 0,
  "syn_area_um2": 8460,
  "critPathMaxStageDelay_ps": 600,
  "crit_buf_inv": 2,
  "drcViolationCount": 0,
  "vias": 10900,
  "die_x_um": 257,
  "io_buffers": 624,
  "finalHoldViolations": 0,
  "global_route.overflow_total": 0,
  "hold_start": "in[112]",
  "rows": 86,
  "hold_ws_ps": 7310,
  "mostFrequentLayoutCells": "clkdlybuf4s50_1, ha_1, a21oi_1, xnor2_1, nor2_1",
  "layout_top_cell": "clkdlybuf4s50_1",
  "min_path_type": "in -> out",
  "slew_violations": 0,
  "drt-vias-per-instance": 4.36,
  "ctsHoldBuffers": 0,
  "worstSetupPathType": "in -> out",
  "rsz0062_at_grt": "no",
  "fp.dieH_um": 257,
  "path_cells": "clkdlybuf4s50_1, ha_1, a2111oi_0, o21ai_0, a31oi_1, o21bai_1, a31oi_1, xnor2_1, clkdlybuf4s50_1",
  "ir_worst_vdd_mv": 0.0195,
  "coreArea_um2": 55300,
  "cap_violations": 0,
  "clock_buffers": 0,
  "yosysWarnings": 0,
  "antenna_cells": 0,
  "wl_per_cell_um": 17.5,
  "cpMaxStageDelayCell": "clkdlybuf4s50_1",
  "grt_pass1_wl_um": 65000,
  "finalNonFillerCells": 2493,
  "critical_path_arrival_ps": 6560,
  "cts_resized": 0,
  "seq_cells": 0,
  "cp-start-kind": "input port",
  "grt_usage_pct": 12.5,
  "ff_latch_area_um2": 0,
  "wirelength_um": 43700,
  "crit_path_max_fanout": 4,
  "power_density_nw_per_um2": 45.3,
  "drt_iter0_drc": 520,
  "fp_util_pct": 15.3,
  "grt_pass1_vias": 10900,
  "max_slew_margin_pct": 53.9,
  "worst_pin_slew_ps": 687,
  "grt_max_degree": 9,
  "area_growth_pct": 84.6,
  "tns_ps": 0,
  "dp_hpwl_um": 40600,
  "p_leak_nw": 6.42,
  "yosys_cells": 1128,
  "yosys_area_um2": 8460,
  "required_ps": 12560,
  "die_area_um2": 66000,
  "gp_congestion": 0.986,
  "ios": 624,
  "setup_viol": 0,
  "whs_endpoint": "out[48]",
  "period_used_pct": 61.8,
  "status": "finished clean",
  "postCtsSetupBuffers": 0,
  "first_pass_iters": 5,
  "antenna_found_initial": 4,
  "ys_seq_share_pct": 0,
  "period_needed_ps": 9700,
  "end_kind": "primary output",
  "numPlacedInstances": 2493,
  "synth.avg_cell_area_um2": 7.50,
  "synthCells": 1128,
  "drive_above_1_share_pct": 0.860,
  "yosysUniqueCellTypes": 57,
  "placed_area_um2": 15600,
  "tool_warnings": 32
}
-- cells in the mapped netlist (all sizes together) (6+ instances only) --
cell,n,area share [%]
a2111oi,7,0.80
a211o,6,0.62
a211oi,10,0.89
a21o,67,5.9
a21oi,152,9.0
a31o,6,0.62
a31oi,20,1.6
and3,8,0.61
clkbuf,7,0.31
fa,13,3.1
ha,195,29
inv,15,0.67
nand2,71,3.2
nand2b,14,1.0
nand3,37,2.2
nand4,15,1.1
nor2,85,3.8
nor2b,15,1.1
nor3,26,1.5
o211ai,9,0.80
o21a,14,1.2
o21ai,77,4.6
o21bai,17,1.5
xnor2,120,12
xor2,61,6.3
-- metal layers --
layer / vias up / wire [um] / GRT usage (%)
met1: 4856 / 17500 / 14.7
li1: 5518 / - / -
met4: 6 / 617 / 1.48
met5: - / 41 / 0
met3: 26 / 4320 / 4.45
met2: 473 / 21200 / 22.0
-- metrics by stage --
| stage | setup slack, ps | util, % | power, W |
|---|---|---|---|
| floorplan | 7630 | - | 0.000279 |
| global placement | 6120 | 28.2 | 0.000715 |
| detailed placement | 6080 | 28.2 | 0.000713 |
| CTS | 6070 | 28.2 | 0.000719 |
| global route | 5760 | 28.2 | 0.000778 |
| finish | 6000 | 28.2 | 0.000707 |
-- worst max path at each step --
stage,end,start,depth (start not counted),slack [ps]
CTS,out[92],in[164],9,6070
finish,out[92],in[164],9,6000
global route,out[92],in[180],9,5760
-- cell type report --
class,instances,area (um^2)
multi-input cells,1106,8380
inverters,15,56.3
fillers,5978,39700
well taps,748,936
repair buffers,624,6250
-- power breakdown --
part,switching [W],internal [W],total [W]
registers,0,0,0
logic,0.000274,0.000433,0.000707
clock network,0,0,0
total,0.000274,0.000433,0.000707
-- cell families (layout without fill, tap and decap cells) --
logic type      after synthesis  after routing  synth area share [%]
compound gates              425            425                  32.1
simple gates                291            291                  16.2
mux                           1              1                 0.118
buf+inv                      22            639                 0.976
xor+xnor                    181            181                  18.7
fa+ha+maj                   208            208                  31.9
Power is estimated from default activity; no workload was simulated.
